==> ./design.v <==
module euler2(
	      input logic 	  clk,
	      input logic 	  reset,
	      input logic 	  enable,
	      input logic [31:0] MAX_VALUE,
	      output logic 	  results_valid,
	      output logic [31:0] results
	      );
   logic [31:0] fib1 = 1;
   logic [31:0] fib2 = 2;
   logic [31:0] sum = 0;
   wire [31:0] 	fib3;
   assign fib3 = fib2 + fib1;
   always @(posedge clk) begin
      if (reset == 1) begin
	 fib1 <= 1;
	 fib2 <= 2;
	 sum <= 0;
	 results_valid <= 0;
      end else if (enable == 1 && results_valid == 0) begin
	 if (fib2[0] == 0)
	   sum <= sum + fib2;
	 fib2 <= fib3;
	 fib1 <= fib2;
	 if (fib2 >= MAX_VALUE) begin
	    results <= sum;
	    results_valid <= 1;
	 end else begin
	    results_valid <= 0;
	 end
      end
   end
endmodule  
==> ./run.sh <==
#!/bin/bash
# OpenROAD 26Q1-2900-gdf79404cd8, Yosys 0.63+post, stock flow scripts
make -C /OpenROAD-flow-scripts/flow DESIGN_CONFIG=/design/flow/config.mk WORK_HOME=/design/flow/orfs finish
==> ./config.mk <==
export PLATFORM = sky130hd
export DESIGN_NAME = euler2
export DESIGN_NICKNAME = euler2
export VERILOG_FILES = /design/flow/design.v
export SDC_FILE = /design/flow/constraint.sdc
export NUM_CORES = 4
export LEC_CHECK = 1
export CORE_UTILIZATION = 40
==> ./constraint.sdc <==
current_design euler2

set clk_period 9.8
set clk_io_pct 0.2

create_clock -name clk0 -period $clk_period [get_ports {clk}]

set non_clock_inputs [all_inputs -no_clocks]
set_input_delay [expr $clk_period * $clk_io_pct] -clock clk0 $non_clock_inputs
set_output_delay [expr $clk_period * $clk_io_pct] -clock clk0 [all_outputs]
==> impl_metrics.ini <==
; physical design summary
[status]
status = complete, no violations

[pwr]
switching_share_of_total_power = 0.217
cell_pwr_density_nw_per_um2 = 133
power.share.clock = 0.514
p_switching_uw = 286
irDropWorstVdd_uv = 85.3
p_int_uw = 1030
part_of_the_power_in_registers = 0.421
fin_total_pwr_uw = 1320
p_leak_uw = 0.00424
share_comb_of_total_power = 0.065

[setup_path]
crit_path_cell_trace = clkdlybuf4s50_1, inv_1, ha_1, a21o_1, a21o_1, a21o_1, a21oi_1, nor2b_1, o21ai_0, nand2b_1, a221oi_1, a21oi_4, buf_4
slowest_delay_ns = 0.56
crit_path_frequent_cell = sky130_fd_sc_hd__a21o_1
worst-endpoint-arrival_ns = 4.64
critical_path_required_ns = 9.92
kind_of_capture_point_of_the_worst_setup_path = register
path_max_fanout = 32
critPathKind = input pin to register
startpoint_type_of_the_worst_setup_path = input pin
cell_type_of_the_slowest_stage_on_the_worst_timing_path = sky130_fd_sc_hd__a221oi_1

[routing]
dr.pass1.iters = 5
antenna-diode-count = 0
drtAntennaViolNets = 0
via_count = 7194
vias_per_cell = 5.36
route.final.wire_length_um = 20200
detail_route.drc_violations = 0
wl_per_cell_um = 15.0
detail_route.iter0.violations = 460

[synthesis]
synth_flops = 129
yosys_area_um2 = 8360
most_common_reg_cell = sky130_fd_sc_hd__dfxtp_1
yosysSeqAreaShare = 0.347
synth-edff-count = 32
ys_async_sr_fraction = 0
yosys-stat-cells = 1006
ys_warns = 1
synth_area_per_cell_um2 = 8.31
synth.cell_area_um2 = 8360
post_synth_inst_count = 1006
synth.lib_cells_used.distinct = 62

[final_timing]
final.min_clock_period_ns = 4.52
slew-limit-headroom = 0.516
period_used_share = 0.461
maximum_clock_skew_at_final_layout_ns = 0.00983
drv_slew = 0
final.setup.tns_ns = 0
timing.fmax_mhz = 221
worstMarginPinSlew_ns = 0.726
final.hold.worst_slack_ns = 0.452
grt_setup_unrepaired = false
setup_violations = 0
timing.final.hold_violations = 0

[clocking]
cts_repair_resize_count = 0
worstSkewPairLatency_ns = 0.42
ctsHoldBuffers = 0
cts.repair_timing.setup_buffer_count = 0
cts_tree = built
numCtsBuffers = 17
cts_max_level = 4
cts_sinks = 129
max-clock-path-buffers = 2
path_clk_slew_ns = 0.06
cts_root_buf = sky130_fd_sc_hd__clkbuf_16

[finish]
layout-drive-gt1-share = 0.0532
layout.core_utilization = 0.487
stdcell_area_um2 = 9910
most_frequent_logic_cells_in_the_routed_design = sky130_fd_sc_hd__nand2_1, sky130_fd_sc_hd__a21oi_1, sky130_fd_sc_hd__dfxtp_1
area_delta_synth_final_pct = 18.5
lay_top_count = sky130_fd_sc_hd__nand2_1

[job]
warning_count = 25
cap_viol_max_count = 0

[placed_design]
placed_cell_area_um2 = 9280
io_buffer_count = 67
gp_congestion = 0.933
place.detailed.hpwl_um = 14400

[global_route]
overflow = 0
grt_start_max_net_pins = 72
grt_pass1_wl_um = 33500
number_of_antenna_violations_at_the_first_check_in_global_routing = 0
number_of_global_route_vias_before_repair = 6644
grt_use_total = 0.199

[floorplanning]
die_x_um = 147
chipHeight_um = 147
top_level_ports = 68
core.rowCount = 52
design.core.area_um2 = 20400
die_area_um2 = 21500
initial_core_util = 0.410

[min_path]
hold_path_class = register to register
-- path summary, 6_finish.rpt --
kind | from | to | slack [ns] | cells after the start
setup / recovery | MAX_VALUE[25] | results[7] | 5.28 | 13
hold / removal | sum[31] | results[31] | 0.45 | 0
setup reg to reg | fib2[1] | sum[31] | 6.64 | 10
hold reg to reg | sum[31] | results[31] | 0.45 | 0
-- critical path, delay by kind of cell --
| family | cells | cell delay (ns) |
|---|---|---|
| buffers and inverters | 3 | 0.77 |
| adders and majority gates | 1 | 0.30 |
| AOI/OAI and AO/OA | 7 | 1.46 |
| and+or+nand+nor | 2 | 0.13 |
-- sequential cells by signal, indices dropped and copies added (netlist names) --
register and count:
sum 32, results_valid 1, fib2 32, fib1 32, results 32
-- metal layers --
metal / vias to the layer above / GRT usage / part of all wire
met5: - / 0 / 0
li1: 3735 / - / -
met2: 138 / 0.299 / 0.44
met3: 9 / 0.0306 / 0.044
met4: 0 / 0.0167 / 0.0074
met1: 3312 / 0.319 / 0.51
-- cells by family after synthesis --
| group | after synthesis | share of synthesized area |
|---|---|---|
| XOR/XNOR | 40 | 0.0419 |
| buffers and inverters | 91 | 0.0413 |
| adder cells (fa/ha/maj) | 96 | 0.145 |
| multiplexers | 8 | 0.00973 |
| AND-OR/OR-AND | 301 | 0.228 |
| AND/OR/NAND/NOR | 341 | 0.186 |
| flip-flops | 129 | 0.347 |
-- power groups by stage --
stage / sequential, uW / combinational, uW / clock (uW)
after CTS: 555 / 87.1 / 691
after global routing: 556 / 97.4 / 715
final: 555 / 86.0 / 677
-- metrics by stage --
stage / std cells / setup WS (ns)
floorplan: 1006 / 4.74
global placement: 1309 / 4.88
detailed placement: 1309 / 4.86
CTS: 1341 / 5.30
global route: 1341 / 5.09
finish: 1341 / 5.28
-- synth_stat cells (4+ instances only) --
master                     count  area [um2]
sky130_fd_sc_hd__buf_1         7        26.3
sky130_fd_sc_hd__a211oi_1      9        67.6
sky130_fd_sc_hd__clkbuf_1     31         116
sky130_fd_sc_hd__o21ai_0      33         165
sky130_fd_sc_hd__a21o_1       39         293
sky130_fd_sc_hd__a21oi_1     140         701
sky130_fd_sc_hd__nor3_1       16        80.1
sky130_fd_sc_hd__nor2b_1      10        62.6
sky130_fd_sc_hd__and3_1        9        56.3
sky130_fd_sc_hd__nand3_1      28         140
sky130_fd_sc_hd__a21boi_0      6        45.0
sky130_fd_sc_hd__xnor2_1      27         236
sky130_fd_sc_hd__o211ai_1      5        37.5
sky130_fd_sc_hd__or3_1         7        43.8
sky130_fd_sc_hd__a311oi_1      5        43.8
sky130_fd_sc_hd__nand2b_1      5        31.3
sky130_fd_sc_hd__o21bai_1     13        97.6
sky130_fd_sc_hd__nor4b_1       5        43.8
sky130_fd_sc_hd__nand4_1      12        75.1
sky130_fd_sc_hd__xor2_1       13         114
sky130_fd_sc_hd__nand3b_1      5        37.5
sky130_fd_sc_hd__nor2_1       45         169
sky130_fd_sc_hd__edfxtp_1     32         961
sky130_fd_sc_hd__inv_1        50         188
sky130_fd_sc_hd__a21oi_2       4        35.0
sky130_fd_sc_hd__and2_1        4        25.0
sky130_fd_sc_hd__a31oi_1       9        56.3
sky130_fd_sc_hd__mux2i_1       7        70.1
sky130_fd_sc_hd__nor4_1        4        25.0
sky130_fd_sc_hd__nand2_1     179         672
sky130_fd_sc_hd__ha_1         94        1180
sky130_fd_sc_hd__o21ai_1       7        35.0
sky130_fd_sc_hd__dfxtp_1      97        1940
-- layout make-up --
class	instances	area, um2
clock inverters	12	189
repair buffers	74	721
inverters	50	188
multi-input cells	786	5130
clock buffers	20	437
fillers	1931	10500
well taps	270	338
flip-flops and latches	129	2900
Power is estimated from default activity; no workload was simulated.
