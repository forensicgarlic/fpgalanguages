## design/flow/config.mk

```make
export PLATFORM = sky130hd
export DESIGN_NAME = euler3
export DESIGN_NICKNAME = euler3
export VERILOG_FILES = /design/flow/design.v
export SDC_FILE = /design/flow/constraint.sdc
export NUM_CORES = 4
export LEC_CHECK = 1
export CORE_UTILIZATION = 40
```

## design/flow/constraint.sdc

```tcl
current_design euler3

set clk_period 1250.9
set clk_io_pct 0.2

create_clock -name clk0 -period $clk_period [get_ports {clk}]

set non_clock_inputs [all_inputs -no_clocks]
set_input_delay [expr $clk_period * $clk_io_pct] -clock clk0 $non_clock_inputs
set_output_delay [expr $clk_period * $clk_io_pct] -clock clk0 [all_outputs]
```

## design/flow/design.v

```verilog
module euler3( input logic clk,
	       input logic 	  reset,
	       input logic 	  enable,
	       output logic 	  results_valid,
	       output logic [63:0] results
	       );
   logic 			   results_valid_int;
   logic [63:0] 		   product;
   logic [63:0] 		   max_value = 64'h600851475143;
   logic [63:0] 		   roots;
   logic [63:0] 		   y;
   logic [63:0] 		   x;
   assign results_valid = results_valid_int;
   assign results_valid_int = (product == max_value);
   assign results = roots;
   always @(posedge clk) begin
      if (reset == 1 || enable == 0) begin
	 roots <= 0;
	 product <= 1;
	 x <= 2;
	 y <= max_value;
      end else if (enable == 1 && results_valid_int == 0) begin
	 if (y % x == 0) begin
	    roots <= x;
	    product <= product * x;
	    y <= y / x;
	 end else begin
	   x <= x + 1;
	 end
      end else if (enable == 0) begin
      end
   end
endmodule 
```

## design/flow/run.sh

```bash
#!/bin/bash
# OpenROAD 26Q1-2900-gdf79404cd8, Yosys 0.63+post, stock flow scripts
make -C /OpenROAD-flow-scripts/flow DESIGN_CONFIG=/design/flow/config.mk WORK_HOME=/design/flow/orfs finish
```

==> impl_metrics.env <==
# physical design summary
export IMPL_slowest_stage="clkdlybuf4s50_1"
export IMPL_grt_pass1_vias=202000
export IMPL_gr_total_overflow=0
export IMPL_hold_start="roots[2]$_SDFFE_PP0P_"
export IMPL_syn_area_per_cell_um2=7.15
export IMPL_critPathRequiredTime_ns=1251.40
export IMPL_yosysWarnings=1
export IMPL_ioPinCount=68
export IMPL_hpwl_um=836000
export IMPL_cts_setup_buffers=0
export IMPL_clkTransAtPathRegs_ns=0.06
export IMPL_cts_root_buf="clkbuf_16"
export IMPL_hold_path_class="reg2reg"
export IMPL_grtUsageTotal_pct=41.3
export IMPL_chipArea_um2=497000
export IMPL_postRouteAntennaNets=0
export IMPL_hold_depth=2
export IMPL_min_period_ns=253.79
export IMPL_netlist_instances=27600
export IMPL_grt_max_degree=92
export IMPL_final_setup_tns_ns=0
export IMPL_top_cell_area_share_pct=18.6
export IMPL_finalMaxSlewViolations=0
export IMPL_synth_cell_types=100
export IMPL_antenna_found_initial=53
export IMPL_cp_common_cell="buf_4"
export IMPL_cts_tree="built"
export IMPL_tool_warnings=26
export IMPL_initCoreUtil_pct=40.2
export IMPL_min_to="roots[2]$_SDFFE_PP0P_"
export IMPL_crit_arrival_ns=254.29
export IMPL_grt_pass1_wl_um=1460000
export IMPL_cp_max_fo=47
export IMPL_worst_slew_pin_transition_ns=1.16
export IMPL_hold_ws_ns=0.493
export IMPL_critPathMaxStageDelay_ns=0.83
export IMPL_r2r_start="x[31]$_SDFFE_PP0P_"
export IMPL_slew_headroom_pct=20.9
export IMPL_ff2ff_path_depth=772
export IMPL_first_pass_iters=8
export IMPL_drive_above_1_share_pct=5.96
export IMPL_dp_cells=33800
export IMPL_drc=0
export IMPL_core_area_um2=491000
export IMPL_flop_cell="dfxtp_1"
export IMPL_utilization_pct=42.9
export IMPL_final_area_um2=211000
export IMPL_rows=257
export IMPL_ys_cells=27600
export IMPL_vias_per_cell=6.19
export IMPL_cp_end_kind="flop"
export IMPL_rrSetupSlack_ns=1014.09
export IMPL_rsz0062_at_grt="false"
export IMPL_place_area_um2=209000
export IMPL_start_kind="primary input"
export IMPL_worstSkewPairLatency_ns=0.67
export IMPL_ctsResizeCount=0
export IMPL_cts_htree_levels=2
export IMPL_edf_count=0
export IMPL_area_leaders="fa_1 (19%), ha_1 (15%), nand2_1 (8.1%)"
export IMPL_status="complete, no violations"
export IMPL_yosysSeqAreaShare_pct=2.59
export IMPL_cts_made_buffers=36
export IMPL_io_buffers=67
export IMPL_drt_initial_drc_count=19200
export IMPL_place_congestion=1.07
export IMPL_cts_hold_buf=0
export IMPL_die_w_um=705
export IMPL_path_cells="clkdlybuf4s50_1, nor2b_4, buf_4, inv_6, nor2_4, buf_4, buf_4, buf_4, mux2i_1, nor2_1"
export IMPL_wl_per_cell_um=29.9
export IMPL_num_vias=210000
export IMPL_stdcell_count=33900
export IMPL_period_used_pct=20.3
export IMPL_top_area_cell="fa_1"
export IMPL_synth_async_reset_ratio_pct=0
export IMPL_cts_sinks=256
export IMPL_final_setup_viol_count=0
export IMPL_clockBufferDepth=3
export IMPL_path_class="in2reg"
export IMPL_synth_flops=256
export IMPL_area_delta_synth_final_pct=6.54
export IMPL_yosys_area_um2=198000
export IMPL_skew_ns=0.0535
export IMPL_cap_violations=0
export IMPL_fmax_mhz=3.94
export IMPL_finalHoldViolCount=0
export IMPL_routed_wl_um=1020000
export IMPL_die_height_um=705
export IMPL_synth_area_um2=198000
export IMPL_worst_r2r_endpoint="roots[56]$_SDFFE_PP0P_"
-- through the flow --
stage | setup WS (ns)
2_1_floorplan | 999.23
3_3_place_gp | 996.56
3_5_place_dp | 996.51
4_1_cts | 996.90
5_1_grt | 996.97
6_report | 997.11
-- layer usage --
| metal | up-vias | share of wire [%] | track usage (%) |
|---|---|---|---|
| met3 | 1901 | 11 | 12.4 |
| met5 | - | 0.013 | 0.0288 |
| met2 | 10300 | 42 | 60.0 |
| li1 | 95800 | - | - |
| met1 | 102000 | 41 | 57.0 |
| met4 | 18 | 6.2 | 19.6 |
-- sequential cells by signal (all words and copies together), names as in the netlist --
register  cells
product      64
roots        64
x            64
y            64
-- worst max-delay path: cells and delay by family --
family / cells / cell delay [ns]
buffers and inverters: 6 / 3.29
muxes: 1 / 0.27
and+or+nand+nor: 3 / 0.46
-- Yosys cell counts, types with 88 or more instances --
cell type,n
fa_1,1832
o31ai_1,204
or3_1,240
o211ai_1,243
a31oi_1,360
clkbuf_1,1044
nand2b_1,231
nor2_1,2316
nand2_1,4260
mux2i_1,174
xor2_1,658
nor2b_1,262
o21bai_1,234
inv_1,2302
mux2_2,92
ha_1,2393
a31o_2,88
nand4_1,281
dfxtp_1,256
nor4_1,140
and2_1,663
and3_1,192
nor3_1,608
a21o_1,863
a211oi_1,225
a21oi_1,2016
nand3_1,593
o21a_1,471
o21ai_0,1429
xnor2_1,1118
or2_2,180
buf_1,169
-- cell families after synthesis --
family / after synthesis / synth area share (%)
simple gates: 10300 / 23.7
compound gates: 7294 / 23.9
fa+ha+maj: 4225 / 33.7
buf+inv: 3554 / 6.79
xor+xnor: 1776 / 7.87
mux: 266 / 1.41
flops: 256 / 2.59
-- area by class of cell --
type                       instances  area [um^2]
timing repair buffer             964         7450
clock buffer                      47          962
inverter                        2306         8710
multi-input combinational      23800       180000
fill                           50800       280000
tap                             6475         8100
sequential                       256         5250
clock inverter                    19          251
antenna                           36         90.1
-- worst max-delay path by stage --
stage	start	end	slack (ns)	cells after the start
after CTS	product[9]$_SDFFE_PP0P_	results_valid	996.90	5
after global routing	enable	roots[49]$_SDFFE_PP0P_	996.97	10
final	enable	roots[56]$_SDFFE_PP0P_	997.11	10
-- placed cells by master (no fill, tap or decap), types with 135 or more instances in the layout --
master    synthesis  layout
nand2_1        4260    4255
ha_1           2393    2393
nor2_1         2316    2301
inv_1          2302    2259
a21oi_1        2016    2009
fa_1           1832    1832
o21ai_0        1429    1425
xnor2_1        1118    1118
buf_4            10     893
a21o_1          863     863
and2_1          663     662
xor2_1          658     658
nor3_1          608     603
nand3_1         593     593
o21a_1          471     467
a31oi_1         360     357
nand4_1         281     281
nor2b_1         262     260
o211ai_1        243     243
or3_1           240     239
o21bai_1        234     234
nand2b_1        231     230
a211oi_1        225     218
o31ai_1         204     193
and3_1          192     192
dfxtp_1         256     185
or2_2           180     180
mux2i_1         174     174
nor4_1          140     135
