<file path="run.sh">
#!/bin/bash
# OpenROAD 26Q1-2900-gdf79404cd8, Yosys 0.63+post, stock flow scripts
make -C /OpenROAD-flow-scripts/flow DESIGN_CONFIG=/design/flow/config.mk WORK_HOME=/design/flow/orfs finish
</file>
<file path="config.mk">
export PLATFORM = sky130hd
export DESIGN_NAME = euler1
export DESIGN_NICKNAME = euler1
export VERILOG_FILES = /design/flow/design.v
export SDC_FILE = /design/flow/constraint.sdc
export NUM_CORES = 4
export LEC_CHECK = 1
export CORE_UTILIZATION = 50
</file>
<file path="constraint.sdc">
current_design euler1

set clk_period 8.3
set clk_io_pct 0.2

create_clock -name clk0 -period $clk_period [get_ports {clk}]

set non_clock_inputs [all_inputs -no_clocks]
set_input_delay [expr $clk_period * $clk_io_pct] -clock clk0 $non_clock_inputs
set_output_delay [expr $clk_period * $clk_io_pct] -clock clk0 [all_outputs]
</file>
<file path="design.v">
module euler1(clk, reset, max_value, enable, results_valid, results);
   input wire clk, reset, enable;
   input wire [15:0] max_value;
   output reg results_valid;
   output reg [23:0] results;
   reg [1:0] mod3;
   reg [2:0] mod5;
   reg [15:0] cnt;
   wire      accum3, accum5;
   always @ (posedge clk)
     begin
        if (reset == 1'b1) begin
           mod3 <= 1;
           mod5 <= 1;
           cnt <= 1;
           results_valid <=0;
           results <=0;
        end else begin
           if (cnt < max_value) begin
              if (mod3 == 2'd3) begin
                 mod3 <= 1;
              end else begin 
                 mod3 <= mod3 + 1;
              end
           end else begin
              mod3 <= 1;
           end
           if (cnt < max_value) begin
              if (mod5 == 3'd5) begin
                 mod5 <= 1;
              end else begin
                 mod5 <= mod5 + 1;
              end
           end else begin
             mod5 <= 1;
           end
           if (cnt == max_value) begin
              results_valid <= 1;
           end else begin
              cnt <= cnt + 1;
           end
           if (accum3 | accum5) begin
              results <= results + cnt;
           end
        end
     end
   assign accum3 = mod3 == 3;
   assign accum5 = mod5 == 5;
endmodule  
</file>
==> flow_metrics.py <==
# Flow results
metrics = {
    "detailed_routing": {
        "drtIter0Drc": 171,
        "diodes": 0,
        "wire_per_inst_um": 14.0,
        "drt_wl_total_mm": 7.03,
        "ant_nets": 0,
        "vias": 2810,
        "post-route-drc-count": 0,
        "avgViaCountPerCell": 5.60,
        "drtPass1Iterations": 6,
    },
    "synth": {
        "ys_types": 53,
        "edf_count": 0,
        "yosys_cells": 390,
        "ys_seq_share_pct": 29.0,
        "ff_type": "dfxtp_1",
        "ys_warn_count": 1,
        "ys_area_um2": 3180,
        "yosysTopAreaCell": "dfxtp_1",
        "syn-cell-area_um2": 3180,
        "area_leaders": "dfxtp_1, ha_1, a21oi_1, nand2_1, nor2_1",
        "top_cell_area_share_pct": 29.0,
        "syn_inst": 390,
        "synthArstFlopShare_pct": 0,
        "yosys_register_bits": 46,
        "synth_area_per_cell_um2": 8.16,
    },
    "global_route": {
        "grt_max_degree": 49,
        "gr-total-overflow": 0,
        "grt_pass1_wl_mm": 11.5,
        "grt_use_total_pct": 22.7,
        "first_global_vias": 2481,
        "antenna_found_initial": 0,
    },
    "power_and_ir_drop": {
        "p_switching_mw": 0.160,
        "pwr-share-comb_pct": 22.2,
        "ir_drop_v": 0.0000896,
        "p_leak_nw": 1.63,
        "p_int_mw": 0.379,
        "p_total_mw": 0.539,
        "swShare_pct": 29.7,
        "seq_power_share_pct": 46.0,
        "clkPwrFrac_pct": 31.8,
        "p_per_area_nw_per_um2": 143,
    },
    "worst_setup_path": {
        "start_kind": "input port",
        "worst-setup-path-type": "input port to flip-flop",
        "critPathArrivalTime_ps": 4060,
        "critPathMaxFanout": 8,
        "crit_start": "max_value[13]",
        "timing.rr.start": "results[0]",
        "crit_required_ps": 8480,
        "worstSetupEndpointType": "flip-flop",
    },
    "floorplan": {
        "num_rows": 28,
        "core_area_um2": 6030,
        "initCoreUtil_pct": 52.8,
        "io_pins": 44,
        "fp.dieH_um": 81.8,
        "fp.dieW_um": 81.8,
        "die_area_um2": 6680,
    },
    "timing": {
        "slew_headroom_pct": 43.2,
        "rsz0062_at_grt": "no",
        "min_period_ps": 3880,
        "setup-violations-final": 0,
        "hold_viol": 0,
        "whs_ps": 425,
        "finalWorstSetupSlack_ps": 4420,
        "fmax_mhz": 258,
        "finalCritPeriodShare_pct": 46.8,
        "setup_tns_ps": 0,
        "final_max_slew_viol_count": 0,
        "skew_ps": 7.00,
        "tightestPinTransition_ps": 844,
    },
    "layout": {
        "post-route-util_pct": 62.5,
        "n_fill_cell": 516,
        "area_growth_syn_to_layout_pct": 18.3,
        "drive_gt1_share_pct": 5.62,
        "final_cell_mix": "dfxtp_1, clkdlybuf4s50_1, ha_1, nand2_1, nor2_1",
        "fin_cells": 502,
        "stdcell_area_um2": 3760,
        "layout_top_cell": "dfxtp_1",
    },
    "cts": {
        "numClockSinks": 46,
        "cts_tree": "yes",
        "clock_latency_ps": 310,
        "ctsHoldBuffers": 0,
        "root_buffer": "clkbuf_8",
        "cts_resized": 0,
        "htreeDepth": 2,
        "cts-buffers-inserted": 5,
        "cts_setup_buffers": 0,
        "clkTransAtPathRegs_ps": 90,
        "cts_buffer_depth": 2,
    },
    "worst_hold_path": {
        "hold_start": "mod5[0]",
        "hp-class": "flip-flop to flip-flop",
    },
    "place": {
        "placed_area_um2": 3650,
        "gp_congestion": 0.924,
        "dp_hpwl_mm": 5.16,
        "placedCellCount": 494,
        "pre_cts_ws_ps": 4120,
        "port_buffers": 42,
    },
    "status": {
        "status": "finished clean",
    },
    "run": {
        "tool_warnings": 28,
        "drv_cap": 0,
    },
}
-- Yosys cell counts (all sizes together) (2+ instances only) --
library cell and count:
o211ai 2, o21ai 15, nand2 35, a21oi 30
nor4b 2, and3 5, and4 2, nor4 4
mux2i 2, a21o 14, ha 36, o21a 4
inv 23, nor2b 14, or3 3, a211oi 3
a31o 2, mux2 8, nand4 16, clkbuf 14
nor2 34, xor2 10, xnor2 12, nor3 11
nand3 20, dfxtp 46
-- path summary, 6_finish.rpt --
kind / to / slack, ps / cells past startpoint
hold / removal: mod5[0] / 430 / 1
setup reg to reg: results[20] / 5500 / 8
hold reg to reg: mod5[0] / 430 / 1
setup / recovery: cnt[15] / 4420 / 9
-- power by group through the flow --
stage	Sequential, mW	Combinational, mW	Clock (mW)
after CTS	0.249	0.121	0.176
after global routing	0.251	0.136	0.184
final	0.248	0.120	0.172
-- cell families (layout without fill, tap and decap cells) --
logic type / count (synthesis) / count (layout) / share of synthesized area (%)
simple gates: 153 / 153 / 24.7
compound gates: 84 / 84 / 17.6
flops: 46 / 46 / 29.0
buf+inv: 38 / 75 / 4.48
fa+ha+maj: 37 / 37 / 14.8
xor+xnor: 22 / 22 / 6.06
mux: 10 / 10 / 3.46
-- critical path, cell delays in order --
cell	delay (ps)
clkdlybuf4s50_1	450
inv_1	40
ha_1	280
nand4_1	210
nor4_2	820
nor4_1	240
nand3_1	160
xor2_1	150
nor2_1	50
-- per-layer routing --
layer,GRT usage [%],up-vias,routed length (um)
met5,0,-,0
met4,1.93,0,42
met3,2.37,4,260
met2,35.5,52,2970
met1,35.9,1276,3750
li1,-,1478,-
-- flip-flops by register name, summed over array words and instances (netlist names) --
register	flops
mod5	3
cnt	16
mod3	2
results	24
results_valid	1
-- area by class of cell --
| class | count | area (um2) | area share [%] |
|---|---|---|---|
| Inverter | 23 | 86.3 | 2.29 |
| Multi-Input combinational cell | 306 | 2120 | 56.2 |
| Sequential cell | 46 | 921 | 24.5 |
| Clock buffer | 6 | 72.6 | 1.93 |
| Tap cell | 75 | 93.8 | 2.49 |
| Clock inverter | 2 | 37.5 | 0.997 |
| Timing Repair Buffer | 44 | 435 | 11.6 |
Power figures rest on the tool's default switching activity, not on a simulated workload.
